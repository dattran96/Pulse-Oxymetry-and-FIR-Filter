--- flow/run.sh ---
#!/bin/bash
# OpenROAD 26Q1-2900-gdf79404cd8, Yosys 0.63+post, stock flow scripts
make -C /OpenROAD-flow-scripts/flow DESIGN_CONFIG=/design/flow/config.mk WORK_HOME=/design/flow/orfs finish
--- flow/config.mk ---
export PLATFORM = sky130hd
export DESIGN_NAME = Top_Module_Controller_and_FIR
export DESIGN_NICKNAME = Top_Module_Controller_and_FIR
export VERILOG_FILES = /design/flow/design.v
export SDC_FILE = /design/flow/constraint.sdc
export NUM_CORES = 4
export LEC_CHECK = 1
export CORE_UTILIZATION = 40
--- flow/constraint.sdc ---
current_design Top_Module_Controller_and_FIR

set clk_period 21.4
set clk_io_pct 0.2

create_clock -name clk0 -period $clk_period [get_ports {clk}]

set non_clock_inputs [all_inputs -no_clocks]
set_input_delay [expr $clk_period * $clk_io_pct] -clock clk0 $non_clock_inputs
set_output_delay [expr $clk_period * $clk_io_pct] -clock clk0 [all_outputs]
--- flow/design.v ---
module Controller_StateMachine(ADC,clk,Find_Setting, rst_n, LED_Drive,DC_Comp,LED_IR,LED_RED,PGA_Gain, RED_ADC_Value, IR_ADC_Value, CLK_Filter);
	output reg [3:0] LED_Drive;
	output reg [6:0] DC_Comp;
	output reg LED_IR;
	output reg LED_RED;
	output reg [3:0] PGA_Gain;
	output reg [7:0] RED_ADC_Value;
	output reg [7:0] IR_ADC_Value;
	output reg CLK_Filter;
	input wire [7:0] ADC;
	input wire clk;
	input wire rst_n;
	input wire Find_Setting;
	reg [6:0] RED_OP;
	reg [3:0] RED_Gain;
	reg [6:0] IR_OP;
	reg [3:0] IR_Gain;
	reg [7:0] V_offset;
	reg [3:0] acceptable_offset;
	reg [7:0] V_min_1s;
	reg [7:0] V_max_1s;
	reg [15:0] Gain_wait_time;
	reg [15:0] Alternating_Wait_Time;
	reg [15:0] Counter_CLK_Filter;
	reg [15:0] Min_Max_Wait_Counter;
	reg Min_Max_Found;
	reg [7:0] Min_Max_Difference;
	reg [7:0] DC_Middle;
	reg idle_state;
	reg [3:0] currentState;
	reg [3:0] previousState;
	reg [3:0] nextState;
	parameter Reset_State = 0;
	parameter Find_New_Settings_State=1;
	parameter RED_LED_OP_Search_State =2;
	parameter RED_LED_Gain_Search_State =3 ;
	parameter INRED_OP_Search_State =4;
	parameter INRED_Gain_Search_State =5 ;
	parameter Alternating_RED_LED_State = 6;
	parameter Alternating_IR_LED_State = 7;
	parameter Alternating_LED_State = 8;
	parameter FIR_Filter_State = 9;
	parameter Idle_State = 10;
	always@(posedge clk) begin
		if(rst_n ==1)
			begin
			Counter_CLK_Filter=0;
			CLK_Filter = 0;
			end
		if(Counter_CLK_Filter==1)
			begin
			Counter_CLK_Filter = 0;
			if (CLK_Filter == 1)
				CLK_Filter=0;
			else
				CLK_Filter =1;
			end
		Counter_CLK_Filter = Counter_CLK_Filter+1;
	end
	always@(posedge clk) begin    		 
		if (Find_Setting==1)
			begin
			currentState = Find_New_Settings_State;
			end
		if (rst_n == 1)
			begin
			currentState  = Reset_State;
			end
	case(currentState)
			Reset_State:
				begin					
					LED_Drive = 10;
					DC_Comp = 0;  
					LED_IR = 0;	 
					LED_RED = 1 ;  
					PGA_Gain = 0;  
					V_offset = 0;
					acceptable_offset = 10;
					Gain_wait_time = 545;
					Min_Max_Wait_Counter=0;
					V_min_1s = 255;
					V_max_1s = 0;
					DC_Middle = 0;
					Min_Max_Found=0;
					Min_Max_Difference=0;
					Alternating_Wait_Time = 10;
					IR_ADC_Value = 0;
					RED_ADC_Value = 0;
					currentState = nextState;  
				end
			Find_New_Settings_State:
				begin
					currentState = 	RED_LED_OP_Search_State;		
				end
			RED_LED_OP_Search_State:
				begin
					if (Min_Max_Wait_Counter<20)
						begin
						if(ADC < V_min_1s)
							V_min_1s = ADC;
						if(ADC > V_max_1s)
							V_max_1s = ADC;
						end
					else
						begin
						Min_Max_Difference = V_max_1s-V_min_1s;
						DC_Middle =  (Min_Max_Difference >>2) + V_min_1s;
						if(DC_Middle < 127)
							V_offset = 127-DC_Middle;
						else
							V_offset = DC_Middle-127;
						V_max_1s = 0;
						V_min_1s = 255;
						Min_Max_Wait_Counter = 0;
						Min_Max_Found = 1;
						end
					if(V_offset<= acceptable_offset & Min_Max_Found == 1)
						begin
						RED_OP = DC_Comp;
						Min_Max_Found=0;
						currentState = RED_LED_Gain_Search_State;
					 	end
					if(Min_Max_Found == 1 & V_min_1s > 127)
						begin
						DC_Comp = DC_Comp +10;
						Min_Max_Found = 0;
						end
					else if (Min_Max_Found == 1 & V_max_1s < 127)
						begin
						DC_Comp = DC_Comp-10;
						Min_Max_Found = 0;
						end
					else if ( Min_Max_Found == 1 & DC_Middle < 127)
						begin
						DC_Comp = DC_Comp-5;
						Min_Max_Found = 0;
						end
					else if (Min_Max_Found == 1 & DC_Middle > 127)
						begin
						DC_Comp = DC_Comp+5;
						Min_Max_Found = 0;
						end
					Min_Max_Wait_Counter = Min_Max_Wait_Counter+1;
				end
			RED_LED_Gain_Search_State:
				begin
					if(ADC < 240 & ADC > 5 & Gain_wait_time >= 545)  
					begin
					PGA_Gain = PGA_Gain + 1;
					Gain_wait_time = 0;
					end
				if (ADC > 240 | ADC < 5)
					begin
					RED_Gain = PGA_Gain;
					Gain_wait_time = 0;
					currentState = Reset_State;  
					nextState = INRED_OP_Search_State;
					end	
				Gain_wait_time = Gain_wait_time + 1;
				end
			INRED_OP_Search_State:
				begin
					LED_IR = 1;	 
					LED_RED = 0;
					if (Min_Max_Wait_Counter<20)
						begin
						if(ADC < V_min_1s)
							V_min_1s = ADC;
						if(ADC > V_max_1s)
							V_max_1s = ADC;
						end
					else
						begin
						Min_Max_Difference = V_max_1s-V_min_1s;
						DC_Middle =  (Min_Max_Difference >>2) + V_min_1s;
						if(DC_Middle < 127)
							V_offset = 127-DC_Middle;
						else
							V_offset = DC_Middle-127;
						V_max_1s = 0;
						V_min_1s = 255;
						Min_Max_Wait_Counter = 0;
						Min_Max_Found = 1;
						end
					if(V_offset<= acceptable_offset & Min_Max_Found == 1)
						begin
						IR_OP = DC_Comp;
						Min_Max_Found=0;
						currentState = INRED_Gain_Search_State;
					 	end
					if(Min_Max_Found == 1 & V_min_1s > 127)
						begin
						DC_Comp = DC_Comp +10;
						Min_Max_Found = 0;
						end
					else if (Min_Max_Found == 1 & V_max_1s < 127)
						begin
						DC_Comp = DC_Comp- 10;
						Min_Max_Found = 0;
						end
					else if ( Min_Max_Found == 1 & DC_Middle < 127)
						begin
						DC_Comp = DC_Comp-5;
						Min_Max_Found = 0;
						end
					else if (Min_Max_Found == 1 & DC_Middle > 127)
						begin
						DC_Comp = DC_Comp+5;
						Min_Max_Found = 0;
						end
					Min_Max_Wait_Counter = Min_Max_Wait_Counter+1;
				end
			INRED_Gain_Search_State:
				begin
					if(ADC < 240 & ADC > 5 & Gain_wait_time >= 545)  
					begin
					PGA_Gain = PGA_Gain +1;
					Gain_wait_time = 0;
					end
				if (ADC > 240 | ADC < 5)
					begin
					IR_Gain = PGA_Gain;
					Gain_wait_time = 0;
					currentState = Alternating_LED_State;
					end	
				Gain_wait_time = Gain_wait_time + 1;
				end
			Alternating_LED_State:
				begin
				if(Alternating_Wait_Time >= 10)  
					begin
					Alternating_Wait_Time = 0;
					if(previousState == Alternating_IR_LED_State)
						currentState= Alternating_RED_LED_State;
					else if(previousState == Alternating_RED_LED_State)
						currentState= Alternating_IR_LED_State;
					else 	
						currentState= Alternating_RED_LED_State;
					end
				if(previousState == Alternating_IR_LED_State)
					begin
					IR_ADC_Value = ADC;	 
					end
				if(previousState == Alternating_RED_LED_State)
					begin
					RED_ADC_Value = ADC;	 
					end
				Alternating_Wait_Time = Alternating_Wait_Time+1;
				end
			Alternating_RED_LED_State:
				begin
				LED_IR = 0;	 
				LED_RED = 1;
				DC_Comp = RED_OP;
				PGA_Gain = RED_Gain;
				currentState = Alternating_LED_State;
				previousState = Alternating_RED_LED_State;
				end
			Alternating_IR_LED_State:
				begin
				LED_IR = 1;	 
				LED_RED = 0;
				DC_Comp = IR_OP;
				PGA_Gain = IR_Gain;
				currentState = Alternating_LED_State;
				previousState = Alternating_IR_LED_State;
				end
			FIR_Filter_State:
				begin
				idle_state =1 ;
				end 
		endcase
end	
endmodule
module FIR_Filter_Optimized(
  input CLK_Filter,
  input rst_n,
  input wire[7:0] ADC_Value,
  output reg[19:0] Out_Filtered);
wire signed[8:0] coeffs[21:0];
reg [15:0] previous_Value[21:0];
reg [19:0] product[21:0];
assign coeffs[0]=2;
assign coeffs[1]=10;
assign coeffs[2]=16;
assign coeffs[3]=28;
assign coeffs[4]=43;
assign coeffs[5]=60;
assign coeffs[6]=78;
assign coeffs[7]=95;
assign coeffs[8]=111;
assign coeffs[9]=122;
assign coeffs[10]= 128;
always @(posedge CLK_Filter or posedge rst_n)
begin
    if(rst_n)
        begin
	product[0] <= 0;
	product[1] <= 0;
	product[2] <= 0;
	product[3] <= 0;
	product[4] <= 0;
	product[5] <= 0;
	product[6] <= 0;
	product[7] <= 0;
	product[8] <= 0;
	product[9] <= 0;
	product[10] <= 0;
	product[11] <= 0;
	product[12] <= 0;
	product[13] <= 0;
	product[14] <= 0;
	product[15] <= 0;
	product[16] <= 0;
	product[17] <= 0;
	product[18] <= 0;
	product[19] <= 0;
	product[20] <= 0;
	product[21] <= 0;
	previous_Value[21]     <= 0;
        previous_Value[20]     <= 0;
	previous_Value[19]     <= 0;
        previous_Value[18]     <= 0;
	previous_Value[17]     <= 0;
        previous_Value[16]     <= 0;
	previous_Value[15]     <= 0;
        previous_Value[14]     <= 0;
       	previous_Value[13]     <= 0;
        previous_Value[12]     <= 0;
	previous_Value[11]     <= 0;
        previous_Value[10]     <= 0;
       	previous_Value[9]     <= 0;
        previous_Value[8]     <= 0;
	previous_Value[7]     <= 0;
        previous_Value[6]     <= 0;
       	previous_Value[5]     <= 0;
        previous_Value[4]     <= 0;
	previous_Value[3]     <= 0;
        previous_Value[2]     <= 0;
       	previous_Value[1]     <= 0;
        previous_Value[0]     <= 0;
        Out_Filtered    <= 0;
        end
    else
        begin     
	previous_Value[21]     <= previous_Value[20];
       	previous_Value[20]     <= previous_Value[19];
	previous_Value[19]     <= previous_Value[18];
        previous_Value[18]     <= previous_Value[17];
        previous_Value[17]     <= previous_Value[16];
        previous_Value[16]     <= previous_Value[15];
	previous_Value[15]     <= previous_Value[14];
        previous_Value[14]     <= previous_Value[13];
        previous_Value[13]     <= previous_Value[12];
        previous_Value[12]     <= previous_Value[11];
	previous_Value[11]     <= previous_Value[10];
        previous_Value[10]     <= previous_Value[9];
        previous_Value[9]     <= previous_Value[8];
        previous_Value[8]     <= previous_Value[7];
	previous_Value[7]     <= previous_Value[6];
        previous_Value[6]     <= previous_Value[5];
        previous_Value[5]     <= previous_Value[4];
        previous_Value[4]     <= previous_Value[3];
        previous_Value[3]     <= previous_Value[2];
        previous_Value[2]     <= previous_Value[1];
        previous_Value[1]     <= previous_Value[0];
        previous_Value[0]     <= ADC_Value;
	product[0] <= coeffs[0] * previous_Value[0];
		product[1] <= coeffs[1] * previous_Value[1];
		product[2] <= coeffs[2] * previous_Value[2];
		product[3] <= coeffs[3] * previous_Value[3];
		product[4] <= coeffs[4] * previous_Value[4];
		product[5] <= coeffs[5] * previous_Value[5];
		product[6] <= coeffs[6] * previous_Value[6];
		product[7] <= coeffs[7] * previous_Value[7];
		product[8] <= coeffs[8] * previous_Value[8];
		product[9] <= coeffs[9] * previous_Value[9];
		product[10] <= coeffs[10] * previous_Value[10];
		product[11] <= coeffs[10] * previous_Value[11];
		product[12] <= coeffs[9] * previous_Value[12];
		product[13] <= coeffs[8] * previous_Value[13];
		product[14] <= coeffs[7] * previous_Value[14];
		product[15] <= coeffs[6] * previous_Value[15];
		product[16] <= coeffs[5] * previous_Value[16];
		product[17] <= coeffs[4] * previous_Value[17];
		product[18] <= coeffs[3] * previous_Value[18];
		product[19] <= coeffs[2] * previous_Value[19];
		product[20] <= coeffs[1] * previous_Value[20];
		product[21] <= coeffs[0] * previous_Value[21];	
	 Out_Filtered <= (product[0] + product[1] + 
                              product[2] + product[3] + product[4] + product[5] + 
                              product[6] + product[7] + product[8] + product[9] + 
                              product[10] + product[11] + product[12] + product[13] + 
                              product[14] + product[15] + product[16] + product[17] + 
                              product[18] + product[19] + product[20] + product[21]);
	end
end
endmodule
module Top_Module_Controller_and_FIR(ADC,clk,Find_Setting, rst_n, LED_Drive,DC_Comp,LED_IR,LED_RED,PGA_Gain,Out_IR_Filtered,Out_RED_Filtered);
	output wire [3:0] LED_Drive;
	output wire [6:0] DC_Comp;
	output wire LED_IR;
	output wire LED_RED;
	output wire [3:0] PGA_Gain;
	wire [7:0] RED_ADC_Value;
	wire [7:0] IR_ADC_Value;
	wire CLK_Filter;
	input wire [7:0] ADC;
	input wire clk;
	input wire rst_n;
	input wire Find_Setting;
	output wire[19:0] Out_IR_Filtered;
	output wire[19:0] Out_RED_Filtered;	
	Controller_StateMachine Controller(
	.LED_Drive(LED_Drive), 
	.DC_Comp(DC_Comp), 
	.LED_IR(LED_IR), 
	.LED_RED(LED_RED), 
	.PGA_Gain(PGA_Gain),
	.RED_ADC_Value(RED_ADC_Value),
	.IR_ADC_Value(IR_ADC_Value),
	.CLK_Filter(CLK_Filter),
	.ADC(ADC), 
	.clk(clk),
	.rst_n(rst_n),
	.Find_Setting(Find_Setting));
	FIR_Filter_Optimized FIR_Filter_RED(
	.CLK_Filter(CLK_Filter),
	.rst_n(rst_n),
	.ADC_Value(RED_ADC_Value),
	.Out_Filtered(Out_RED_Filtered)
	);
	FIR_Filter_Optimized FIR_Filter_IR(
	.CLK_Filter(CLK_Filter),
	.rst_n(rst_n),
	.ADC_Value(IR_ADC_Value),
	.Out_Filtered(Out_IR_Filtered)
	);
endmodule
==> metrics.cfg <==
[run_status]
status = finished, final reports clean

[worst_setup_path]
start_kind = primary input
rrSetupSlack_ps = 14560
r2r_end = Controller.DC_Comp[6]
cp-startpoint = ADC[2]
crit_slowest_cell = clkdlybuf4s50_1
crit_family = AND-OR/OR-AND gates
end_kind = register
worstPathCellList = clkdlybuf4s50_1 > ha_1 > a21o_1 > a31oi_1 > o211ai_1 > o41a_1 > mux2i_1 > buf_4 > o21a_1 > o2111ai_1 > and3_1 > o21ai_0 > o22ai_1
crit_type = primary input to register
cp_num_buf_inv = 2
crit_cells = 13
reg2reg_depth = 32
worstSetupEndpoint = Controller.DC_Comp[4]
r2r-start = Controller.V_min_1s[1]
cpPeakStageDelay_ps = 710
path_max_fanout = 12
critPathRequiredTime_ps = 21540
cp.arrival_ps = 7600

[run]
cap_violations = 0
warnings = 94

[global_routing]
grt_pass1_wl_um = 210000
grt_max_degree = 188
antenna_found_initial = 0
grtUsageTotal = 0.166
grt_pass1_vias = 39500
gr-total-overflow = 0

[floorplanning]
pin_count = 68
num_rows = 150
fp.dieArea_um2 = 170000
die-height_um = 412
fp.coreArea_um2 = 167000
initial_utilization = 0.403
die_width_um = 412

[layout]
final_cells = 7780
syn_to_final_growth_pct = 6.22
drive_above_1_share = 0.0152

[clock_network]
clockBufferDepth = 2
htreeDepth = 4
clk_latency_ps = 420
ctsResizeCount = 0
numCtsBuffers = 17
cts_setup_buffers = 0
cts-root-buf = clkbuf_16
hold_buffers = 0
cts_tree = done
clk_pin_slew_worst_paths_ps = 60

[timing]
slew_headroom = 0.471
hold_viol = 0
fmax_mhz = 134
post-route-min-period_ps = 7450
untimed_endpoints = 832
unclocked_regs = 792
finClkSkew_ps = 5.94
worst_pin_slew_ps = 784
setup_viol = 0
maxSlewViolCount = 0
post-route-period-util = 0.348
rsz0062_at_grt = false
setup_tns_ps = 0

[synthesis]
mux_share = 0.00314
simple_gate_share = 0.0388
top_logic_kind = adder cells
area_leaders = dfrtp_1 29%, fa_1 26%, ha_1 17%, inv_1 6.6%, edfxtp_1 5.9%
yosysMostFrequentCell = inv_1
edf_count = 132
synth_seq_share = 0.360
top_cell_area_share = 0.294
postSynth.asyncResetShare = 0.836
ys_cells = 5457
ys_warn_count = 4
top_cells_by_count = 1181 x inv_1, 909 x ha_1, 868 x fa_1
synthAdderAreaFrac = 0.427
netlist_area_um2 = 67400
avgSynthCellArea_um2 = 12.3
yosys.area_share.aoi = 0.0576
yosys_area_um2 = 67400
synth.ff_latch_count = 947
xor_area_frac = 0.0459
synth_cell_types = 81
ff_type = dfrtp_1
largest_area_cell = dfrtp_1
synthCells = 5457

[placement]
gp_congestion = 0.882
dp.cells = 7748
port_buffers = 63
post-dp-hpwl_um = 106000

[drt]
drt-pass1-iter-count = 5
drc_errors = 0
n_antenna_cell = 0
wire_per_inst_um = 15.8
via_per_inst = 4.60
num_vias = 35800
drtAntennaViolNets = 0
drtIter0Drc = 1133
wirelength_um = 123000

[hold_path]
min_path_type = register to register

[layout by cell type, fill, tap and decap left out, types with 42 or more instances in the layout]
| master | n |
|---|---|
| inv_1 | 1180 |
| dfrtp_1 | 792 |
| edfxtp_1 | 132 |
| a21oi_1 | 239 |
| nor2_1 | 184 |
| a21o_1 | 65 |
| nand2_1 | 121 |
| nor2b_1 | 42 |
| o21ai_0 | 77 |
| fa_1 | 868 |
| ha_1 | 909 |
| clkdlybuf4s50_1 | 63 |
| xor2_1 | 83 |
| xnor2_1 | 268 |
| o21bai_1 | 98 |
[through the flow]
stage               area [µm²]  hold WS [ps]  worst slack [ps]  utilization
finish                   71500           458             13950        0.428
global route             71500           489             13670        0.428
CTS                      71500           466             13950        0.428
detailed placement       71000           451             13510        0.425
global placement         71000           451             13480        0.425
floorplan                67500           425              3000            -
[worst min-delay path: stages, from the launching register on]
cell	delay, ps
dfxtp_1	330
nand2_1	50
o21ai_0	50
[sequential cells by signal, summed over array words and instances, names as in the netlist, 7 cells and up]
name and cells:
FIR_Filter_RED.Out_Filtered 20, Controller.Counter_CLK_Filter 16, Controller.IR_OP 7, FIR_Filter_IR.previous_Value 160, Controller.RED_OP 7, Controller.Min_Max_Wait_Counter 16
FIR_Filter_IR.product 216, Controller.DC_Comp 7, Controller.V_max_1s 8, Controller.Gain_wait_time 16, FIR_Filter_RED.product 200, Controller.Alternating_Wait_Time 16
Controller.RED_ADC_Value 8, Controller.IR_ADC_Value 8, Controller.V_min_1s 8, Controller.DC_Middle 8, Controller.V_offset 8, FIR_Filter_RED.previous_Value 176
FIR_Filter_IR.Out_Filtered 20
[cell type report]
type	instances	area [µm²]
multi-input cells	3324	38600
clock buffers	18	429
well taps	2204	2760
clock inverters	14	129
flip-flops and latches	947	24200
inverters	1181	4440
repair buffers	92	898
fillers	15100	95700
[routing by layer]
metal / part of all wire / track usage / routed length, µm
met1: 0.46 / 0.260 / 56200
met3: 0.081 / 0.0599 / 9940
met4: 0.0087 / 0.0111 / 1070
met5: 0 / 0 / 0
met2: 0.45 / 0.246 / 56100
[how the worst min path moves through the flow]
stage	startpoint	endpoint	slack, ps	cells after the start
CTS	Controller.previousState[1]	Controller.previousState[1]	470	2
global route	Controller.previousState[1]	Controller.previousState[1]	490	2
finish	Controller.previousState[1]	Controller.previousState[1]	460	2
[logic make-up (layout without fill, tap and decap cells)]
| group | count (synthesis) | count (layout) |
|---|---|---|
| XOR/XNOR | 352 | 352 |
| buffers and inverters | 1211 | 1305 |
| AND/OR/NAND/NOR | 541 | 541 |
| adder cells (fa/ha/maj) | 1777 | 1777 |
| other | 2 | 27 |
| AND-OR/OR-AND | 606 | 606 |
| flip-flops | 947 | 947 |
| multiplexers | 21 | 21 |
