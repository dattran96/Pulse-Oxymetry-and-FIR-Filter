## design/flow/config.mk

```make
export PLATFORM = sky130hd
export DESIGN_NAME = FIR_Filter
export DESIGN_NICKNAME = FIR_Filter
export VERILOG_FILES = /design/flow/design.v
export SDC_FILE = /design/flow/constraint.sdc
export NUM_CORES = 4
export LEC_CHECK = 1
export CORE_UTILIZATION = 30
```

## design/flow/constraint.sdc

```tcl
current_design FIR_Filter

set clk_period 12.9
set clk_io_pct 0.2

create_clock -name clk0 -period $clk_period [get_ports {CLK_Filter}]

set non_clock_inputs [all_inputs -no_clocks]
set_input_delay [expr $clk_period * $clk_io_pct] -clock clk0 $non_clock_inputs
set_output_delay [expr $clk_period * $clk_io_pct] -clock clk0 [all_outputs]
```

## design/flow/design.v

```verilog
module FIR_Filter(
  input CLK_Filter,
  input rst_n,
  input wire[7:0] ADC_Value,
  output reg[19:0] Out_Filtered);
wire signed[8:0] coeffs[21:0];
reg [15:0] holderBefore[21:0];
reg signed[31:0] product[21:0];
assign coeffs[0]=2;
assign coeffs[1]=10;
assign coeffs[2]=16;
assign coeffs[3]=28;
assign coeffs[4]=43;
assign coeffs[5]=60;
assign coeffs[6]=78;
assign coeffs[7]=95;
assign coeffs[8]=111;
assign coeffs[9]=122;
assign coeffs[10]= 128;
assign coeffs[11]=128;   
assign coeffs[12]=122;
assign coeffs[13]=111;
assign coeffs[14]=95;
assign coeffs[15]=78;
assign coeffs[16]=60;
assign coeffs[17]=43;
assign coeffs[18]=28;
assign coeffs[19]=16;
assign coeffs[20]=10;
assign coeffs[21]=2;
always @(posedge CLK_Filter or posedge rst_n)
begin
    if(rst_n)
        begin
	holderBefore[21]     <= 0;
        holderBefore[20]     <= 0;
	holderBefore[19]     <= 0;
        holderBefore[18]     <= 0;
        holderBefore[17]     <= 0;
        holderBefore[16]     <= 0;
	holderBefore[15]     <= 0;
        holderBefore[14]     <= 0;
        holderBefore[13]     <= 0;
        holderBefore[12]     <= 0;
	holderBefore[11]     <= 0;
        holderBefore[10]     <= 0;
        holderBefore[9]     <= 0;
        holderBefore[8]     <= 0;
	holderBefore[7]     <=0;
        holderBefore[6]     <= 0;
        holderBefore[5]     <= 0;
        holderBefore[4]     <= 0;
        holderBefore[3]     <= 0;
        holderBefore[2]     <= 0;
        holderBefore[1]     <= 0;
        holderBefore[0]     <= 0;
        Out_Filtered    <= 0;
        end
    else
        begin               
        holderBefore[21]     <= holderBefore[20];
       holderBefore[20]     <= holderBefore[19];
	holderBefore[19]     <= holderBefore[18];
            holderBefore[18]     <= holderBefore[17];
            holderBefore[17]     <= holderBefore[16];
            holderBefore[16]     <= holderBefore[15];
			holderBefore[15]     <= holderBefore[14];
            holderBefore[14]     <= holderBefore[13];
            holderBefore[13]     <= holderBefore[12];
            holderBefore[12]     <= holderBefore[11];
			holderBefore[11]     <= holderBefore[10];
            holderBefore[10]     <= holderBefore[9];
            holderBefore[9]     <= holderBefore[8];
            holderBefore[8]     <= holderBefore[7];
			holderBefore[7]     <= holderBefore[6];
            holderBefore[6]     <= holderBefore[5];
            holderBefore[5]     <= holderBefore[4];
            holderBefore[4]     <= holderBefore[3];
            holderBefore[3]     <= holderBefore[2];
            holderBefore[2]     <= holderBefore[1];
            holderBefore[1]     <= holderBefore[0];
            holderBefore[0]     <= ADC_Value;
            Out_Filtered <= (product[0] + product[1] + 
                              product[2] + product[3] + product[4] + product[5] + 
                              product[6] + product[7] + product[8] + product[9] + 
                              product[10] + product[11] + product[12] + product[13] + 
                              product[14] + product[15] + product[16] + product[17] + 
                              product[18] + product[19] + product[20] + product[21]);
        end
end
always @(posedge CLK_Filter or posedge rst_n) begin
	if (rst_n) begin
		product[0] <= 0;
		product[1] <= 0;
		product[2] <= 0;
		product[3] <= 0;
		product[4] <= 0;
		product[5] <= 0;
		product[6] <= 0;
		product[7] <= 0;
		product[8] <= 0;
		product[9] <= 0;
		product[10] <= 0;
		product[11] <= 0;
		product[12] <= 0;
		product[13] <= 0;
		product[14] <= 0;
		product[15] <= 0;
		product[16] <= 0;
		product[17] <= 0;
		product[18] <= 0;
		product[19] <= 0;
		product[20] <= 0;
		product[21] <= 0;
	end
	else begin
		product[0] <= coeffs[0] * holderBefore[0];
		product[1] <= coeffs[1] * holderBefore[1];
		product[2] <= coeffs[2] * holderBefore[2];
		product[3] <= coeffs[3] * holderBefore[3];
		product[4] <= coeffs[4] * holderBefore[4];
		product[5] <= coeffs[5] * holderBefore[5];
		product[6] <= coeffs[6] * holderBefore[6];
		product[7] <= coeffs[7] * holderBefore[7];
		product[8] <= coeffs[8] * holderBefore[8];
		product[9] <= coeffs[9] * holderBefore[9];
		product[10] <= coeffs[10] * holderBefore[10];
		product[11] <= coeffs[10] * holderBefore[11];
		product[12] <= coeffs[9] * holderBefore[12];
		product[13] <= coeffs[8] * holderBefore[13];
		product[14] <= coeffs[7] * holderBefore[14];
		product[15] <= coeffs[6] * holderBefore[15];
		product[16] <= coeffs[5] * holderBefore[16];
		product[17] <= coeffs[4] * holderBefore[17];
		product[18] <= coeffs[3] * holderBefore[18];
		product[19] <= coeffs[2] * holderBefore[19];
		product[20] <= coeffs[1] * holderBefore[20];
		product[21] <= coeffs[0] * holderBefore[21];		
	end
end
endmodule
```

## design/flow/run.sh

```bash
#!/bin/bash
# OpenROAD 26Q1-2900-gdf79404cd8, Yosys 0.63+post, stock flow scripts
make -C /OpenROAD-flow-scripts/flow DESIGN_CONFIG=/design/flow/config.mk WORK_HOME=/design/flow/orfs finish
```

==> impl_metrics.json <==
{
  "status": "finished, final reports clean",
  "htree_levels": 2,
  "syn_area_per_cell_um2": 11.8,
  "drv_cap": 0,
  "syn_area_mm2": 0.0311,
  "fmax_mhz": 149,
  "finalSetupViolations": 0,
  "hp-class": "reg -> reg",
  "hold_slack_ns": 0.341,
  "place_ws_ns": 6.27,
  "arrival_ns": 7.16,
  "clock_path_buffers": 3,
  "startpoint_type": "register",
  "yosysTopAreaCell": "dfrtp_1",
  "cp_max_fo": 5,
  "cts-hold-fix-buffers": 0,
  "clk_latency_ns": 0.58,
  "worstMarginPinSlew_ns": 0.699,
  "crit_slowest_cell": "fa_1",
  "initCoreUtil": 0.304,
  "final.setup.tns_ns": 0,
  "skew_ns": 0.0230,
  "wirelength_um": 61000,
  "first_global_vias": 18600,
  "synth-seq-cells": 396,
  "cts_tree": "yes",
  "critPathBufInv": 3,
  "ys_seq_share": 0.319,
  "ys_sh_adder": 0.452,
  "ys_cells": 2646,
  "coreArea_mm2": 0.102,
  "top_area_frac": 0.319,
  "antennaDiodeCount": 0,
  "root_buffer": "clkbuf_16",
  "clock-sinks": 396,
  "log.warning_count": 57,
  "grt_overflow_total": 0,
  "yosys.area_share.xor_xnor": 0.0352,
  "ys_area_mm2": 0.0311,
  "cpLargestDelayFamily": "adder cells",
  "cp_cell_sequence": "ha_1 > inv_1 > fa_1 > nor2b_1 > o31a_1 > o31ai_1 > a211oi_1 > xor2_1 > ha_1 > fa_1 > fa_1 > fa_1 > fa_1 > inv_1 > fa_1 > inv_1 > ha_1 > a21o_1 > a21o_1 > a41oi_1 > o21ai_0 > a31o_2",
  "edf_count": 0,
  "io_pins": 30,
  "dieHeight_um": 324,
  "grt_max_degree": 121,
  "vias": 17600,
  "clk_pin_slew_ns": 0.06,
  "grt_pass1_wl_um": 103000,
  "drtAntennaViolNets": 0,
  "drive_gt1_frac": 0.0377,
  "detailedRoute.firstPassIterationCount": 5,
  "die_w_um": 324,
  "finalClockPeriodUsage": 0.520,
  "cts_resized": 0,
  "drt_iter0_markers": 835,
  "antenna_found_initial": 1,
  "criticalPathCategory": "reg -> reg",
  "max_stage_delay_ns": 0.54,
  "routabilityCongestion": 0.880,
  "wire_per_inst_um": 14.8,
  "mux_share": 0.000684,
  "post-cts-setup-buffers": 0,
  "aoi_share": 0.0683,
  "track_usage": 0.132,
  "yosys.area_share.simple": 0.0466,
  "ys_top_logic_family": "adder cells",
  "port_buffers": 29,
  "cpMostUsedCell": "fa_1",
  "async_flop_share": 1.00,
  "min_period_ns": 6.70,
  "ys_types": 60,
  "viasPerCell": 4.26,
  "crit_path_end_kind": "register",
  "drcViolationCount": 0,
  "slew-limit-headroom": 0.534,
  "slew_violations": 0,
  "cts-buffers-inserted": 45,
  "area_growth_pct": 11.7,
  "die_area_mm2": 0.105,
  "dp_hpwl_um": 50100,
  "netlist_instances": 2646,
  "rsz0062_at_grt": "false",
  "finalHoldViolCount": 0,
  "setup_ws_ns": 6.20,
  "rows": 117,
  "ff_type": "dfrtp_1",
  "synth_warnings": 3,
  "topCellsByArea": "dfrtp_1 32%, fa_1 27%, ha_1 18%, inv_1 7.8%, xnor2_1 2.6%",
  "crit_required_ns": 13.36
}
==> final cells by class <==
cell class,instances,area (µm²)
fillers,9956,67600
clock inverters,24,295
clock buffers,59,1300
repair buffers,36,355
flip-flops and latches,396,9910
inverters,645,2420
multi-input cells,1598,18700
well taps,1368,1710
==> through the flow <==
step,std cells,utilization,area (µm²)
floorplan,2646,-,31100
global placement,4043,0.324,33100
detailed placement,4043,0.324,33100
CTS,4126,0.340,34700
global route,4126,0.340,34700
finish,4126,0.340,34700
==> metal layers <==
layer  wire length (µm)  track usage
met5                  0            0
met1              27100        0.191
met3               4520       0.0428
met4               1500       0.0258
met2              27900        0.200
==> worst paths after layout <==
| path | endpoint | startpoint | slack, ns | cells past startpoint |
|---|---|---|---|---|
| hold / removal | product[21][4] | holderBefore[21][3] | 0.34 | 0 |
| hold reg to reg | product[21][4] | holderBefore[21][3] | 0.34 | 0 |
| min in group asynchronous | product[18][7] | rst_n | 2.36 | 2 |
| setup reg to reg | Out_Filtered[19] | holderBefore[1][0] | 6.20 | 22 |
| setup / recovery | Out_Filtered[19] | holderBefore[1][0] | 6.20 | 22 |
| max in group asynchronous | holderBefore[7][5] | rst_n | 8.15 | 5 |
==> layout by cell type (no fill, tap or decap), types with 25 or more instances in the layout <==
master,Yosys,final
o21ai_0,54,54
fa_1,427,427
clkbuf_16,0,47
nor2b_1,29,29
clkdlybuf4s50_1,0,29
xnor2_1,91,91
xor2_1,34,34
inv_1,645,644
a21o_1,41,41
ha_1,440,440
nor3_1,30,30
a21oi_1,75,75
dfrtp_1,396,396
a211oi_1,25,25
nor2_1,86,86
nand2_1,45,45
==> logic make-up (layout without fill, tap and decap cells) <==
group,after synthesis,count (layout)
DFF,396,396
and+or+nand+nor,289,289
adders and majority gates,867,867
AOI/OAI and AO/OA,315,315
muxes,2,2
buffers and inverters,652,764
xor gates and xnor gates,125,125
==> flip-flops by register name (all words and copies together) (netlist names) <==
signal,cells
Out_Filtered,20
holderBefore,156
product,220
==> synthesized netlist by cell type (4+ instances only) <==
master       n
nor4_1       8
a211oi_1    25
nor2_1      86
o41ai_1      4
a31oi_1      7
dfrtp_1    396
o21ai_0     54
nand4_1     12
nand2b_1    10
xor2_1      34
a21oi_1     75
o21bai_1    12
a2111oi_0   10
nand2_1     45
o31a_1       5
nor3_1      30
o22ai_1      6
nand3_1     20
and3_1      10
and2_1       6
inv_1      645
o31ai_1      7
ha_1       440
o21a_1      21
or2_2        7
or4_1        7
o311ai_0     9
or3_1        8
fa_1       427
clkbuf_1     6
a21o_1      41
xnor2_1     91
nor2b_1     29
a211o_1      4
o211ai_1     7
a21boi_0     4
