==> flow/design.v <==
module FIR_Filter_version_1(
  input CLK_Filter,
  input rst_n,
  input wire[7:0] IR_ADC_Value,
  output reg[19:0] Out_IR_Filtered);
wire signed[8:0] coeffs[10:0];
reg [15:0] holderBefore[21:0];
reg signed[31:0] product[21:0];
assign coeffs[0]=2;
assign coeffs[1]=10;
assign coeffs[2]=16;
assign coeffs[3]=28;
assign coeffs[4]=43;
assign coeffs[5]=60;
assign coeffs[6]=78;
assign coeffs[7]=95;
assign coeffs[8]=111;
assign coeffs[9]=122;
assign coeffs[10]= 128;
always @(posedge CLK_Filter or posedge rst_n)
begin
    if(rst_n)
        begin
	holderBefore[21]     <= 0;
        holderBefore[20]     <= 0;
	holderBefore[19]     <= 0;
        holderBefore[18]     <= 0;
        holderBefore[17]     <= 0;
        holderBefore[16]     <= 0;
	holderBefore[15]     <= 0;
        holderBefore[14]     <= 0;
        holderBefore[13]     <= 0;
        holderBefore[12]     <= 0;
	holderBefore[11]     <= 0;
        holderBefore[10]     <= 0;
        holderBefore[9]     <= 0;
        holderBefore[8]     <= 0;
	holderBefore[7]     <=0;
        holderBefore[6]     <= 0;
        holderBefore[5]     <= 0;
        holderBefore[4]     <= 0;
        holderBefore[3]     <= 0;
        holderBefore[2]     <= 0;
        holderBefore[1]     <= 0;
        holderBefore[0]     <= 0;
        Out_IR_Filtered    <= 0;
        end
    else
        begin               
        holderBefore[21]     <= holderBefore[20];
       	holderBefore[20]     <= holderBefore[19];
	holderBefore[19]     <= holderBefore[18];
        holderBefore[18]     <= holderBefore[17];
        holderBefore[17]     <= holderBefore[16];
        holderBefore[16]     <= holderBefore[15];
	holderBefore[15]     <= holderBefore[14];
        holderBefore[14]     <= holderBefore[13];
        holderBefore[13]     <= holderBefore[12];
        holderBefore[12]     <= holderBefore[11];
	holderBefore[11]     <= holderBefore[10];
        holderBefore[10]     <= holderBefore[9];
       	holderBefore[9]     <= holderBefore[8];
        holderBefore[8]     <= holderBefore[7];
	holderBefore[7]     <= holderBefore[6];
        holderBefore[6]     <= holderBefore[5];
        holderBefore[5]     <= holderBefore[4];
        holderBefore[4]     <= holderBefore[3];
        holderBefore[3]     <= holderBefore[2];
        holderBefore[2]     <= holderBefore[1];
        holderBefore[1]     <= holderBefore[0];
        holderBefore[0]     <= IR_ADC_Value;
        Out_IR_Filtered <= (product[0] + product[1] + 
                              product[2] + product[3] + product[4] + product[5] + 
                              product[6] + product[7] + product[8] + product[9] + 
                              product[10] + product[11] + product[12] + product[13] + 
                              product[14] + product[15] + product[16] + product[17] + 
                              product[18] + product[19] + product[20] + product[21]);
        end
end
always @(posedge CLK_Filter or posedge rst_n) begin
	if (rst_n) begin
		product[0] <= 0;
		product[1] <= 0;
		product[2] <= 0;
		product[3] <= 0;
		product[4] <= 0;
		product[5] <= 0;
		product[6] <= 0;
		product[7] <= 0;
		product[8] <= 0;
		product[9] <= 0;
		product[10] <= 0;
		product[11] <= 0;
		product[12] <= 0;
		product[13] <= 0;
		product[14] <= 0;
		product[15] <= 0;
		product[16] <= 0;
		product[17] <= 0;
		product[18] <= 0;
		product[19] <= 0;
		product[20] <= 0;
		product[21] <= 0;
	end
	else begin
		product[0] <= coeffs[0] * holderBefore[0];
		product[1] <= coeffs[1] * holderBefore[1];
		product[2] <= coeffs[2] * holderBefore[2];
		product[3] <= coeffs[3] * holderBefore[3];
		product[4] <= coeffs[4] * holderBefore[4];
		product[5] <= coeffs[5] * holderBefore[5];
		product[6] <= coeffs[6] * holderBefore[6];
		product[7] <= coeffs[7] * holderBefore[7];
		product[8] <= coeffs[8] * holderBefore[8];
		product[9] <= coeffs[9] * holderBefore[9];
		product[10] <= coeffs[10] * holderBefore[10];
		product[11] <= coeffs[10] * holderBefore[11];
		product[12] <= coeffs[9] * holderBefore[12];
		product[13] <= coeffs[8] * holderBefore[13];
		product[14] <= coeffs[7] * holderBefore[14];
		product[15] <= coeffs[6] * holderBefore[15];
		product[16] <= coeffs[5] * holderBefore[16];
		product[17] <= coeffs[4] * holderBefore[17];
		product[18] <= coeffs[3] * holderBefore[18];
		product[19] <= coeffs[2] * holderBefore[19];
		product[20] <= coeffs[1] * holderBefore[20];
		product[21] <= coeffs[0] * holderBefore[21];
	end
end
endmodule
==> flow/run.sh <==
#!/bin/bash
# OpenROAD 26Q1-2900-gdf79404cd8, Yosys 0.63+post, stock flow scripts
make -C /OpenROAD-flow-scripts/flow DESIGN_CONFIG=/design/flow/config.mk WORK_HOME=/design/flow/orfs finish
==> flow/config.mk <==
export PLATFORM = sky130hd
export DESIGN_NAME = FIR_Filter_version_1
export DESIGN_NICKNAME = FIR_Filter_version_1
export VERILOG_FILES = /design/flow/design.v
export SDC_FILE = /design/flow/constraint.sdc
export NUM_CORES = 4
export LEC_CHECK = 1
export CORE_UTILIZATION = 30
==> flow/constraint.sdc <==
current_design FIR_Filter_version_1

set clk_period 12.9
set clk_io_pct 0.2

create_clock -name clk0 -period $clk_period [get_ports {CLK_Filter}]

set non_clock_inputs [all_inputs -no_clocks]
set_input_delay [expr $clk_period * $clk_io_pct] -clock clk0 $non_clock_inputs
set_output_delay [expr $clk_period * $clk_io_pct] -clock clk0 [all_outputs]
==> Slide: Implementation Results <==
Implementation Results

Outcome
  – Outcome: finished, final reports clean

Flow run
  – Max cap viols: 0
  – OpenROAD warning count: ~57

Clock tree
  – # resized after CTS: 0
  – CTS Buffer Depth: 3
  – CTS tree: yes
  – Post-cts hold-fix buffer tally: 0
  – CTS buffer count: ~46
  – CTS H-tree lvls: 2
  – Sink Count: 396
  – Clock transition at path regs: 0.07 ns
  – Clock latency on the worst-skew pair: 0.58 ns
  – Root Buffer: clkbuf_16
  – Postcts setup bufs: 0

Layout
  – Area growth syn-to-layout: 11.49%
  – Top Layout Cells: inv_1, ha_1, fa_1
  – Layout cell share with drive strength beyond 1: 3.724%
  – Fill cells: 9,921
  – FF/Latch Area: 9910 um2
  – Most frequent logic cell in the layout: inv_1
  – Combinational gate area: 18,790 um2

Routing
  – ANT cells: 0
  – TritonRoute pass-1 iters: 5
  – DR iter-0 viols: about 700
  – Post-detailed-route count of antenna-violating nets: 0
  – Routed wire length: 63.30 mm
  – Vias: approximately 18,000
  – DRC: 0
  – Vias per cell: 4.278
  – Average routed wire per standard cell: approximately 15 um

Final timing
  – Setup TNS: 0 ns
  – Final period util: 51.04%
  – Slew @ Worst Pin: 0.7251 ns
  – RSZ-0062 raised after global routing: false
  – Final setup skew: 0.01331 ns
  – Worst rel slew slack: 51.66%
  – Final Hold Vio Count: 0
  – Tmin final: 6.585 ns
  – Slew Limit Fails: 0
  – Final setup fails: 0
  – Fmax: 151.9 MHz

GRT
  – Total global routing overflow: 0
  – Initial antenna violation count: 1
  – Largest net degree at the start of global routing: roughly 110
  – First-pass GRT wire length: between 100 and 150 mm
  – Tot GR Track Use: 13.30%
  – Number of global-route vias before repair: 18,843

Yosys
  – Syn_area_per_cell: 11.75 um2
  – Yosys stat area: 31,160 um2
  – Number of enable flip-flop cells: 0
  – Synth Flop Type: dfrtp_1
  – Synthesized area: 31,160 um2
  – Distinct lib cells: between 60 and 70
  – Yosys Warn Count: 3
  – Mapped Cells: roughly 2,700
  – # Cells Yosys: 2,652
  – Flops out of synthesis: 396
  – Synth async-reset ratio: around 100%
  – Seq/Total Area, Yosys: 31.80%

Die
  – Fp_density: 30.46%
  – Core area: 102,300 um2
  – Cell row count: 117
  – Die X: 324.3 um
  – # IOs: 30
  – Die area: 105,200 um2
  – Die Span Y: roughly 320 um

Setup path
  – CP Class: flop to flop
  – Crit-path max FO: 5
  – CP max stage delay: 0.55 ns
  – CP most frequent cell: fa_1
  – Slowest-stage cell, CP: fa_1
  – CP cell instances: ha_1 -> inv_1 -> fa_1 -> nor2b_1 -> o31a_1 -> o31ai_1 -> a211oi_1 -> xor2_1 -> ha_1 -> fa_1 -> fa_1 -> fa_1 -> fa_1 -> inv_1 -> fa_1 -> inv_1 -> ha_1 -> a21o_1 -> a21o_1 -> a41oi_1 -> o21ai_1 -> a31o_1
  – CP Data Required Time: 13.37 ns
  – Crit path DAT: 7.05 ns
  – R2r setup slk: 6.32 ns
  – CP Launch Type: flop
  – CP endpoint kind: flop

Placement
  – HPWL after DPL: 51.92 mm
  – Port Buf Inserts: 29
  – RD Place Congestion: 0.9218

Hold path
  – Worst hold path class: flop to flop
[path summary, 6_finish.rpt]
path | from | to | depth (start not counted)
worst max-delay path | holderBefore[1][0] | Out_IR_Filtered[19] | 22
worst min-delay path | holderBefore[21][6] | product[21][7] | 0
worst max register to register | holderBefore[1][0] | Out_IR_Filtered[19] | 22
worst min register to register | holderBefore[21][6] | product[21][7] | 0
max in group asynchronous | rst_n | holderBefore[19][3] | 6
min in group asynchronous | rst_n | product[7][3] | 3
[synth_stat cells (7+ instances only)]
| library cell | count | share of area, % |
|---|---|---|
| o21ai_1 | 11 | 0.18 |
| nor2b_1 | 23 | 0.46 |
| a21oi_1 | 87 | 1.4 |
| xor2_1 | 36 | 1.0 |
| ha_1 | 440 | 18 |
| o211ai_1 | 10 | 0.24 |
| a211oi_1 | 21 | 0.51 |
| o21bai_1 | 12 | 0.29 |
| fa_1 | 427 | 27 |
| and3_1 | 12 | 0.24 |
| or3_1 | 10 | 0.20 |
| o31ai_1 | 9 | 0.22 |
| o21ai_0 | 37 | 0.59 |
| or4_1 | 8 | 0.19 |
| nand2_1 | 44 | 0.53 |
| a21o_1 | 38 | 0.92 |
| inv_1 | 649 | 7.8 |
| clkbuf_1 | 7 | 0.084 |
| nand4_1 | 13 | 0.26 |
| nor4_1 | 10 | 0.20 |
| a2111oi_0 | 7 | 0.20 |
| o21a_1 | 18 | 0.43 |
| xnor2_1 | 90 | 2.5 |
| nor3_1 | 29 | 0.47 |
| dfrtp_1 | 396 | 32 |
| a31oi_1 | 10 | 0.20 |
| nor2_1 | 81 | 0.98 |
| nand2b_1 | 8 | 0.16 |
| nand3_1 | 20 | 0.32 |
[layer usage]
layer  GRT usage [%]  up-vias  part of all wire, %
met3           5.093       67                  8.5
met2           20.10      358                   45
li1                -     8598                    -
met1           18.99     8664                   44
met4           2.215        0                  2.0
met5               0        -                    0
[cells by family (layout without fill, tap and decap cells)]
kind of cell / count (synthesis) / count (layout) / synth area share (%)
AND-OR/OR-AND: 314 / 314 / 6.789
XOR/XNOR: 126 / 126 / 3.541
adder cells (fa/ha/maj): 867 / 867 / 45.09
buffers and inverters: 656 / 770 / 7.901
flip-flops: 396 / 396 / 31.80
multiplexers: 3 / 3 / 0.1044
AND/OR/NAND/NOR: 290 / 290 / 4.774
[cell type report]
class	count	area share [%]
inverter	649	7.022
timing repair buffer	36	1.023
clock inverter	25	0.7274
multi-input combinational	1600	54.09
tap	1368	4.926
sequential	396	28.52
clock buffer	60	3.698
[critical path, delay by kind of cell, from the launching register on]
family                     cells  cell delay (ns)
and+or+nand+nor                1             0.07
AOI/OAI and AO/OA              8             2.03
DFF                            1             0.40
buffers and inverters          3             0.18
xor gates and xnor gates       1             0.18
adders and majority gates      9             3.61
[flip-flops by register name, summed over array words and instances, names as in the netlist]
signal           count
holderBefore       156
product            220
Out_IR_Filtered     20
[through the flow]
step                std cells  utilization [%]  hold WS, ns  area (um2)  setup slack (ns)
finish                   4134            33.96       0.3442       34750             6.315
global route             4134            33.96       0.3467       34750             5.984
CTS                      4134            33.96       0.3448       34750             6.291
detailed placement       4049            32.45       0.3358       33210             6.341
global placement         4049            32.45       0.3323       33210             6.356
floorplan                2652                -       0.3312       31170             4.990
